==> design.v <==
module soma_subtracao (input X, input [7:0] A, B, output logic [8:0] S);
always_comb begin 
	case(X)
		1'b0: S = A+B;
		1'b1: S = A-B;
	endcase
end
endmodule 
==> run.sh <==
#!/bin/bash
# OpenROAD 26Q1-2900-gdf79404cd8, Yosys 0.63+post, stock flow scripts
make -C /OpenROAD-flow-scripts/flow DESIGN_CONFIG=/design/flow/config.mk WORK_HOME=/design/flow/orfs finish
==> config.mk <==
export PLATFORM = sky130hd
export DESIGN_NAME = soma_subtracao
export DESIGN_NICKNAME = soma_subtracao
export VERILOG_FILES = /design/flow/design.v
export SDC_FILE = /design/flow/constraint.sdc
export NUM_CORES = 4
export LEC_CHECK = 1
export CORE_AREA = 10 10 70 70
export DIE_AREA = 0 0 80 80
==> constraint.sdc <==
current_design soma_subtracao

set clk_period 6.3
set clk_io_pct 0.2

create_clock -name clk0 -period $clk_period

set non_clock_inputs [all_inputs -no_clocks]
set_input_delay [expr $clk_period * $clk_io_pct] -clock clk0 $non_clock_inputs
set_output_delay [expr $clk_period * $clk_io_pct] -clock clk0 [all_outputs]
==> results.json <==
{
  "multi_input_comb_area_um2": 514,
  "run_status": "completed",
  "critical_path.slowest_cell": "sky130_fd_sc_hd__clkdlybuf4s50_1",
  "final_min_period_over_clock_period": 0.835,
  "wire_length_of_the_first_global_routing_pass_mm": 2.33,
  "post_route_cells_drive_above_1_share": 0.0722,
  "ys_types": 28,
  "maxClockFrequency_mhz": 190,
  "total_power_per_unit_cell_area_nw_per_um2": 124,
  "yosys_warnings": 1,
  "ant_nets": 0,
  "worst-path-buf-inv": 3,
  "hpwl_mm": 1.37,
  "final_util": 0.253,
  "antenna_found_initial": 0,
  "top_level_ports": 26,
  "max-slew-margin-rel": 0.809,
  "required_ps": 5040,
  "filler_cell_count": 382,
  "holdBufCountCts": 0,
  "yosys.stat.chipArea_um2": 559,
  "die_area_um2": 6400,
  "grt_max_degree": 9,
  "layout.clock_buffers": 0,
  "initial_utilization": 0.164,
  "timing_worst_setup_path_type": "input pin to output port",
  "drc_errors": 0,
  "crit_path_end_kind": "output port",
  "postSynthCellCount": 72,
  "critical-path-top-cell-by-count": "sky130_fd_sc_hd__clkdlybuf4s50_1",
  "crit_chain": "clkdlybuf4s50_1 -> inv_1 -> ha_1 -> mux2_2 -> fa_1 -> nor2b_4 -> o2111ai_2 -> a32oi_2 -> xnor2_1 -> clkdlybuf4s50_1",
  "portBuffers": 26,
  "area_growth_pct": 54.8,
  "synth.cell_area_um2": 559,
  "totalWireLength_mm": 1.47,
  "postCtsResizedCells": 0,
  "timing.critical_path.fanout_max": 4,
  "drt_iter0_drc": 31,
  "finalPower_mw": 0.108,
  "placementRows": 21,
  "yosysTopAreaCellShare": 0.201,
  "total_grt_usage": 0.0439,
  "cpPeakStageDelay_ps": 520,
  "synthTopCellsByArea": "sky130_fd_sc_hd__ha_1 (20%), sky130_fd_sc_hd__xnor2_1 (14%), sky130_fd_sc_hd__inv_1 (6.0%), sky130_fd_sc_hd__nor2_1 (5.4%), sky130_fd_sc_hd__xor2_1 (4.7%)",
  "flops": 0,
  "vias_per_cell": 3.81,
  "critical-path-top-delay-family": "buffers and inverters",
  "least_margin_pin_slew_ps": 285,
  "register_area_um2": 0,
  "top_area_cell": "sky130_fd_sc_hd__ha_1",
  "total_leakage_power_nw": 0.364,
  "worstSetupStartpointType": "input pin",
  "gp_congestion": 0.808,
  "irDropWorstVdd_v": 0.0000274,
  "grt_setup_unrepaired": "no",
  "critPathArrivalTime_ps": 4000,
  "yosys_cells": 72,
  "detail_route.antenna_diodes": 0,
  "netlist_top_cells_count": "sky130_fd_sc_hd__ha_1 (9), sky130_fd_sc_hd__inv_1 (9), sky130_fd_sc_hd__xnor2_1 (9), sky130_fd_sc_hd__nor2_1 (8)",
  "core-area_um2": 3420,
  "maxSlewViolCount": 0,
  "die_height_um": 80,
  "ys_seq_frac": 0,
  "timing.final.hold_violations": 0,
  "setup_viol_count_final": 0,
  "total_tool_warning_count": 32,
  "setup_tns_ps": 0,
  "die.size.x_um": 80,
  "worstHoldPathType": "input pin to output port",
  "timing.final.crit_period_ps": 5260,
  "vias": 545,
  "synth.avg_cell_area_um2": 7.77,
  "post-cts-setup-buffers": 0,
  "gr_overflow_total": 0,
  "wire_per_inst_um": 10.3,
  "total_iterations_of_the_first_detailed_routing_run": 2,
  "maxCapViolCount": 0,
  "first_global_vias": 553
}
==> routing by layer <==
metal | part of all wire | wire, um | vias up | track usage
li1 | - | - | 305 | -
met1 | 0.46 | 678 | 226 | 0.0556
met2 | 0.44 | 643 | 14 | 0.0722
met3 | 0.10 | 149 | 0 | 0.0182
met4 | 0 | 0 | 0 | 0
met5 | 0 | 0 | - | 0
==> cell families (layout without fill, tap and decap cells) <==
| group | count (synthesis) | count (layout) | synth area share |
|---|---|---|---|
| xor+xnor | 12 | 12 | 0.188 |
| mux | 2 | 2 | 0.0380 |
| buf+inv | 10 | 35 | 0.0805 |
| simple gates | 20 | 20 | 0.213 |
| fa+ha+maj | 10 | 10 | 0.237 |
| compound gates | 18 | 18 | 0.244 |
==> where the power goes <==
group	switching [mW]	total [mW]	internal [mW]
Sequential	0	0	0
Combinational	0.0404	0.108	0.0672
Clock	0	0	0
Total	0.0404	0.108	0.0672
==> path summary, 6_finish.rpt <==
path | slack [ps] | to | cells after the start | startpoint
max | 1040 | S[8] | 10 | B[0]
min | 3510 | S[0] | 5 | A[0]
==> area by class of cell <==
class | instances | area share
repair buffers | 26 | 0.301
multi-input cells | 62 | 0.594
well taps | 46 | 0.0665
inverters | 9 | 0.0390
==> per-stage QoR <==
step	hold WS (ps)	area [um^2]	worst slack [ps]	instances
floorplan	2630	559	2200	72
global placement	3520	866	1050	143
global route	3590	866	914	143
detailed placement	3530	866	1020	143
CTS	3530	866	1010	143
finish	3510	866	1040	143
==> placed cells by master (no fill, tap or decap), drive strengths merged <==
cell type      instances
nand3b                 1
xnor2                  9
a32oi                  1
o21ai                  4
nor2b                  2
and3                   1
nor2                   8
a21oi                  4
o21bai                 1
a31oi                  2
clkdlybuf4s50         26
a21o                   2
nor3                   5
xor2                   3
inv                    9
ha                     9
mux2                   1
o2111ai                2
fa                     1
o21a                   2
nand2                  2
mux2i                  1
nand2b                 1
Power is estimated from default activity; no workload was simulated.
