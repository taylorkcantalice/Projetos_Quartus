<file path="run.sh">
#!/bin/bash
# OpenROAD 26Q1-2900-gdf79404cd8, Yosys 0.63+post, stock flow scripts
make -C /OpenROAD-flow-scripts/flow DESIGN_CONFIG=/design/flow/config.mk WORK_HOME=/design/flow/orfs finish
</file>
<file path="config.mk">
export PLATFORM = sky130hd
export DESIGN_NAME = comparador_01
export DESIGN_NICKNAME = comparador_01
export VERILOG_FILES = /design/flow/design.v
export SDC_FILE = /design/flow/constraint.sdc
export NUM_CORES = 4
export LEC_CHECK = 1
export CORE_AREA = 10 10 70 70
export DIE_AREA = 0 0 80 80
</file>
<file path="constraint.sdc">
current_design comparador_01

set clk_period 1.6
set clk_io_pct 0.2

create_clock -name clk0 -period $clk_period

set non_clock_inputs [all_inputs -no_clocks]
set_input_delay [expr $clk_period * $clk_io_pct] -clock clk0 $non_clock_inputs
set_output_delay [expr $clk_period * $clk_io_pct] -clock clk0 [all_outputs]
</file>
<file path="design.v">
module comparador_01 (input [7:0] A, B, output reg igual, maior, menor);
always @(*) begin
	if (A==B)
		begin
			igual = 1;
			maior = 0;
			menor = 0;
		end
	else if (A>B)
		begin
			igual = 0;
			maior = 1;
			menor = 0;
		end
	else 
		begin 
			igual = 0;
			maior = 0;
			menor = 1;
		end
	end
endmodule
</file>
==> flow_results.org <==
* Flow results

** Timing
- From the final report, the count of setup violators was given as 2.
- Post-route clock period utilization :: 105%
- The most critical hold endpoint after final layout shows a slack of 1.15 ns.
- Across all checked pins, the minimum headroom to the slew limit is between 80 and 90%.
- The pin closest to its max-slew limit shows a slew of between 0.2 and 0.25 ns.
- Once routing completed, OpenROAD measured the worst setup slack at -0.0794 ns.
- Unrepaired setup endpoints after global routing :: yes
- Subtracting the final worst setup slack from the clock period gives 1.68 ns.
- For reference, the final report shows the hold violation count at 0.
- Fmax :: 0.595 GHz
- Max-slew violation count :: 0

** Drt
- DRC violation count after routing :: 0
- For this block, the initial DRC count from the detailed router was 4.
- Per the detail_route report, inserted antenna diodes total 0.
- The first detailed-routing pass ran for 2 iterations.
- In the final routed layout, each cell accounts on average for 9.65 um.
- Detailed routing inserted a total of about 280 vias.
- Remaining antenna violation count after routing :: 0
- In the routed layout, each cell is associated on average with a via count of 2.82.
- Final wirelength :: 955 um

** Min path
- The path with the worst hold slack has its endpoint at menor.
- The worst hold path was traced through 6 stages.
- According to the hold report, the worst path is of the in2out type.
- Per the hold report, the tightest min-delay path originates at A[7].

** Run status
- The checks that failed: negative setup slack.
- The run finished, with violations left.

** Final layout
- Share of cells above drive strength 1 :: 81.1%
- Combinational cell area excluding buffers and inverters :: about 300 sq um
- The design has 0 sequential cells.
- Sequential cell area :: 0 sq um
- Finished Core Util :: 16.4%
- Layout filler cell count :: 382
- Synthesis-to-finish area growth :: 160%
- Clock buffer count in the final layout :: 0

** Synthesis
- For reference, the post-synthesis area per instance comes to between 7 and 8 sq um.
- For this design, Yosys synthesis ends with a cell count of 30.
- Post-synthesis, Yosys gives the total cell area as 216 sq um.
- Ys Warns :: 1
- Synth Cell Area :: 216 sq um
- The cell count after synthesis came out at 30.
- Top-area cell type share of the netlist area :: 46.2%
- The synthesized netlist contains 12 unique library cells.
- Yosys attributes the largest share of cell area to sky130_fd_sc_hd__ha_1 (46%), sky130_fd_sc_hd__inv_1 (14%), sky130_fd_sc_hd__a21oi_1 (6.9%), sky130_fd_sc_hd__nand4_1 (5.8%), sky130_fd_sc_hd__o211ai_2 (5.8%).
- Post-synth seq share :: 0%
- Summed over all instances, the cell type with the most area after synthesis is sky130_fd_sc_hd__ha_1.

** Flow run
- The number of maximum-capacitance violations recorded for the run is 0.
- Total tool warning count :: 34

** Clock tree
- Total of hold buffers inserted after clock tree synthesis :: 0

** Critical path
- Buffers and inverters on the worst path :: 4
- Type of the setup path with the least slack :: in2out
- Nature of the critical path endpoint :: output pin
- Largest delay contributor family on the critical path :: buffers and inverters
- Slowest Stage Delay on Critical Path :: ~0.25 ns
- Maximum fanout encountered on the critical timing path :: 2
- According to the timing report, the arrival time at the worst endpoint equals 1.36 ns.
- Critical-path cell list :: buf_6 -> inv_4 -> ha_4 -> nor2b_4 -> o211ai_2 -> buf_4 -> a31oi_4 -> nor2_1 -> buf_2
- CP required :: 1.28 ns
- The timing report shows that the slowest cell on the worst path is sky130_fd_sc_hd__ha_4.
- The worst setup path is launched from an input pin.

** Global routing
- Via count of the first global-routing pass :: about 320
- In the global route stage, overall resource usage came out at 2.91%.
- Maximum number of pins on one net before global-route repair :: 4
- The number of antenna violations at the first check in global routing came to 0.
- Global-route wire length before repair :: between 1.5 and 2 mm
- The global route stage reports its total congestion overflow as 0.

** Place
- Final Wtd Congestion :: 0.785
- Post-place setup slack :: -0.857 ns
- In the placement report, post-DP HPWL is listed as 737 um.
- I/O Buffers :: 19

** Die
- Total die area :: 6400 sq um
- The floorplan step defined a core boundary enclosing between 3000 and 4000 sq um.
- The horizontal die dimension reported for this design is 80 um.
- The share of the core area taken by cells at floorplan is 6.34%.
- Number of primary I/O pins :: 19
- In this run the vertical extent of the chip is 80 um.
- Row generation in the floorplan step produced 21 rows.

** Power
- Power per Cell Area :: ~240 nW/um^2
- Sum of internal, switching and leakage power :: 0.137 mW
- Worst ir drop on vdd :: 81.8 uV
- In this run the static leakage power is 0.231 nW.
[power by group]
group	internal [mW]	switching, mW	leakage (nW)	total, mW
Sequential	0	0	0	0
Combinational	0.0803	0.0571	0.231	0.137
Clock	0	0	0	0
[worst max-delay path by stage]
stage     start  cells after the start  slack [ns]     to
4_1_cts    B[1]                      9       -0.09  menor
5_1_grt    B[1]                      9       -0.14  menor
6_report   B[1]                      9       -0.08  menor
[Yosys cell counts]
library cell and number:
sky130_fd_sc_hd__nor2b_1 1, sky130_fd_sc_hd__a21oi_1 3, sky130_fd_sc_hd__nor2_1 2, sky130_fd_sc_hd__nand4_1 2, sky130_fd_sc_hd__a31oi_1 1, sky130_fd_sc_hd__o21ai_0 1
sky130_fd_sc_hd__o22a_1 1, sky130_fd_sc_hd__inv_1 8, sky130_fd_sc_hd__a21oi_2 1, sky130_fd_sc_hd__nand2_1 1, sky130_fd_sc_hd__ha_1 8, sky130_fd_sc_hd__o211ai_2 1
[metal layers]
metal / wire (um) / up-vias / global-route usage (%) / part of all wire (%)
li1: - / 151 / - / -
met1: 505 / 114 / 4.09 / 53
met2: 341 / 14 / 4.33 / 36
met3: 107 / 0 / 1.14 / 11
met4: 0 / 0 / 0 / 0
met5: 0 / - / 0 / 0
[layout make-up]
| cell class | instances | share of cell area [%] |
|---|---|---|
| inverter | 8 | 6.24 |
| timing repair buffer | 23 | 30.1 |
| multi-input combinational | 22 | 53.5 |
| tap | 46 | 10.2 |
[through the flow]
stage,instances,area (sq um),setup TNS [ns]
2_1_floorplan,30,216,0
3_3_place_gp,95,464,-2.32
3_5_place_dp,95,464,-2.35
4_1_cts,99,507,-0.116
5_1_grt,99,562,-0.240
6_report,99,562,-0.0979
[worst min-delay path: stages]
cell and delay (ns):
sky130_fd_sc_hd__buf_6 0.07, sky130_fd_sc_hd__ha_4 0.11, sky130_fd_sc_hd__a21oi_1 0.03, sky130_fd_sc_hd__o21ai_1 0.12, sky130_fd_sc_hd__nor2_1 0.06, sky130_fd_sc_hd__buf_2 0.11
[layout by cell type, fill, tap and decap left out]
cell type | netlist | final
sky130_fd_sc_hd__buf_2 | 0 | 11
sky130_fd_sc_hd__ha_4 | 0 | 7
sky130_fd_sc_hd__buf_6 | 0 | 7
sky130_fd_sc_hd__inv_2 | 0 | 6
sky130_fd_sc_hd__buf_4 | 0 | 4
sky130_fd_sc_hd__nand4_1 | 2 | 2
sky130_fd_sc_hd__nor2_1 | 2 | 2
sky130_fd_sc_hd__inv_4 | 0 | 2
sky130_fd_sc_hd__a21oi_1 | 3 | 2
sky130_fd_sc_hd__a21oi_2 | 1 | 2
sky130_fd_sc_hd__nand2_1 | 1 | 1
sky130_fd_sc_hd__o21ai_1 | 0 | 1
sky130_fd_sc_hd__nor2b_4 | 0 | 1
sky130_fd_sc_hd__o211ai_2 | 1 | 1
sky130_fd_sc_hd__a31oi_4 | 0 | 1
sky130_fd_sc_hd__o22a_1 | 1 | 1
sky130_fd_sc_hd__ha_1 | 8 | 1
sky130_fd_sc_hd__clkbuf_2 | 0 | 1
[cells by family after synthesis]
| group | share of synthesized area [%] |
|---|---|
| fa+ha+maj | 46.2 |
| simple gates | 13.9 |
| buf+inv | 13.9 |
| compound gates | 26.0 |
[what timing repair did]
action                                  CTS  global route
pin swaps                                14             9
resized                                  85            12
endpoints found under the setup margin    3             3
buffers inserted                          4             0
Power is estimated from default activity; no workload was simulated.
